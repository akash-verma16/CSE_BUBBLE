## flow/design.v

```verilog
module branch_top (
    input wire reset,
    input wire [31:0] pc_in,ir,                      
    input wire [31:0] instr_ID,                      
    input wire signed [31:0] rs,rt,rd,               
    output wire [31:0] out,                          
    output wire warn_signal
);
    reg [31:0] out_reg;
    reg warn_signal_reg;
    wire [31:0] opt[0:13];
    wire warn[0:13];
    wire o1,o2,o3;
    beq branch0(pc_in,o1,o2,o3,rd,opt[0],warn[0]);
    bne branch1(pc_in,o1,o2,o3,rd,opt[1],warn[1]);
    bgt branch2(pc_in,o1,o2,o3,rd,opt[2],warn[2]);
    bgte branch3(pc_in,o1,o2,o3,rd,opt[3],warn[3]);
    ble branch4(pc_in,o1,o2,o3,rd,opt[4],warn[4]);
    bleq branch5(pc_in,o1,o2,o3,rd,opt[5],warn[5]);
    comparator comp(rs,rt,o1,o2,o3);
    always @(*) begin
        if(reset == 1'b1) begin out_reg <= 1'b0; warn_signal_reg <= 1'b0; end
        else if(instr_ID >=15 && instr_ID <= 20) begin            
            out_reg <= opt[instr_ID - 32'd15];
            warn_signal_reg <= warn[instr_ID - 32'd15];
        end
        else begin warn_signal_reg <= 1'b0; end                   
    end
    assign out = out_reg;
    assign warn_signal = warn_signal_reg;
endmodule
module beq (
    input wire [31:0] pc_in,
    input wire o1,o2,o3,
    input wire signed [31:0] rd,
    output wire [31:0] out,
    output wire warn
);
    assign out = (o2 == 1'b1) ? pc_in + rd : pc_in;
    assign warn = (o2 == 1'b1);
endmodule
module bne (
    input wire [31:0] pc_in,
    input wire o1,o2,o3,
    input wire signed [31:0] rd,
    output wire [31:0] out,
    output wire warn
);
    assign out = (o2 == 1'b0) ? pc_in + rd : pc_in;
    assign warn = (o2 == 1'b0);
endmodule
module bgt (
    input wire [31:0] pc_in,
    input wire o1,o2,o3,
    input wire signed [31:0] rd,
    output wire [31:0] out,
    output wire warn
);
    assign out = (o1 == 1'b1) ? pc_in + rd : pc_in;
    assign warn = (o1 == 1'b1);
endmodule
module bgte (
    input wire [31:0] pc_in,
    input wire o1,o2,o3,
    input wire signed [31:0] rd,
    output wire [31:0] out,
    output wire warn
);
    assign out = (o3 == 1'b0) ? pc_in + rd : pc_in;
    assign warn = (o3 == 1'b0);
endmodule
module ble (
    input wire [31:0] pc_in,
    input wire o1,o2,o3,
    input wire signed [31:0] rd,
    output wire [31:0] out,
    output wire warn
);
    assign out = (o3 == 1'b1) ? pc_in + rd : pc_in;
    assign warn = (o3 == 1'b1);
endmodule
module bleq (
    input wire [31:0] pc_in,
    input wire o1,o2,o3,
    input wire signed [31:0] rd,
    output wire [31:0] out,
    output wire warn
);
    assign out = (o1 == 1'b0) ? pc_in + rd : pc_in;
    assign warn = (o1 == 1'b0);
endmodule
module comparator (
    input wire signed [31:0] rs,rt,
    output wire o1,o2,o3
);
    reg o1_reg,o3_reg;
    wire [30:0] mag1,mag2;
    assign mag1 = rs[30:0];
    assign mag2 = rt[30:0];
    assign o2 = (rs == rt);
    always @(*) begin
        if(rs[31] == rt[31]) begin
            if(rs[31] == 1'b0) begin
                o1_reg <= (mag1 > mag2); o3_reg <= (mag1 < mag2);
            end
            else begin
                o3_reg <= (mag1 > mag2); o1_reg <= (mag1 < mag2);
            end
        end
        else begin
            o1_reg <= (rt[31] == 1'b1); o3_reg <= (rs[31] == 1'b1);
        end
    end
    assign o1 = o1_reg;
    assign o3 = o3_reg;
endmodule
```

## flow/run.sh

```bash
#!/bin/bash
# OpenROAD 26Q1-2900-gdf79404cd8, Yosys 0.63+post, stock flow scripts
make -C /OpenROAD-flow-scripts/flow DESIGN_CONFIG=/design/flow/config.mk WORK_HOME=/design/flow/orfs finish
```

## flow/config.mk

```make
export PLATFORM = sky130hd
export DESIGN_NAME = branch_top
export DESIGN_NICKNAME = branch_top
export VERILOG_FILES = /design/flow/design.v
export SDC_FILE = /design/flow/constraint.sdc
export NUM_CORES = 4
export LEC_CHECK = 1
export CORE_UTILIZATION = 30
```

## flow/constraint.sdc

```tcl
current_design branch_top

set clk_period 8.0
set clk_io_pct 0.2

create_clock -name clk0 -period $clk_period

set non_clock_inputs [all_inputs -no_clocks]
set_input_delay [expr $clk_period * $clk_io_pct] -clock clk0 $non_clock_inputs
set_output_delay [expr $clk_period * $clk_io_pct] -clock clk0 [all_outputs]
```

==> notes.md <==
Quick summary of the implementation run below.

The flow ran to the end, and the final reports show no timing, DRC or antenna violations. The remaining antenna violation count after routing is 0. Per the final timing report, the hold violations number 0. The global router's overall resource usage came out at 18.6%. A synthesized cell averages slightly above 7 sq um. The part of the power in the clock network came out at 0%. The maximum frequency from static timing analysis is 0.150 GHz. The area share of xor/xnor cells in the synthesized design is around 5.6%.

The leftover overflow at the end of global routing came out at 0. The synthesis area per yosys is ~3900 sq um. The count of unclocked register or latch pins is 32.

Per the synth stats, the proportion of register bits with asynchronous set or reset is 0%. The pin closest to its max-slew limit shows a slew of 0.800 ns. After detailed routing, the wire length on met1 is between 6000 and 7000 um. The initial standard-cell utilization of the core is a little under a third.

Summed over all nets, the half-perimeter wirelength after detailed placement is between 10,000 and 15,000 um. For this run, the final setup violation count is recorded as 0. The synthesis warning total is 266. In the routed design, unresolved DRC markers number 0. The worst setup path is launched from a primary input. The routed length per instance is 13.9 um. Of the cells placed in the final design, the portion with a size suffix greater than 1 is approximately 2.5%. The fill cell total of the finished layout came out at ~1,300.

In the layout the commonest cells are sky130_fd_sc_hd__clkdlybuf4s50_1, sky130_fd_sc_hd__a21oi_1, sky130_fd_sc_hd__ha_1. Post-CTS timing repair inserted 0 buffers for setup. The data required time of the critical path is roughly 6.4 ns. The commonest register cell is sky130_fd_sc_hd__dlxtn_1.

The number of resized instances in the post-cts repair step is 0. The largest net degree at the start of global routing came out at 38. The number of unconstrained endpoints is between 60 and 70. The number of iterations in the first detailed-routing pass is 4.

The min-delay analysis places its worst path in the category primary input to output port. The proportion of synthesized area in mux cells is 0.775%. The share of the clock period used by the worst path after layout is roughly 83%. The count of tool warnings is between 60 and 70. The final period demand of the worst path came out at about 6.7 ns. The number of distinct standard cells referenced by the synthesized netlist came out at slightly above 60.

The standard cell core area came out at 12,600 sq um. The relative contribution of combinational cells to total power came out at between 90% and 100%. The signed area change from the synthesized netlist to the final layout is 54.8%. The final core area utilization came out at between 40 and 50%. Summed over all nets, wire length on met3 after detailed routing comes to approximately 630 um. The initial detailed-routing violation count came out at 184.

The total vias in the final route came out at 4,589. Measured against its own limit, the worst slew margin works out to between 40% and 50%. The number of max-capacitance violations reported came out at 0. Adding up every negative setup slack in the final design gives 0 ns.

The area enclosed by the die boundary came out at between 10,000 and 15,000 sq um. The number of synthesized flops with an enable pin is 0. The largest fanout of any net on the critical path is 32. Per the placement log, port buffering inserted approximately 190 buffers. The type of the setup path with the least slack is primary input to output port. The total internal power is between 150 and 200 uW. The leakage component of the power was reported as 2.54 nW. The register with the most flip-flops in the layout has 32 of them.

The power spent charging and discharging nets is about 160 uW. The total I/O pin count is 226. The hold-fix buffer count after cts came out at 0. The first-pass GRT wire length is 19,900 um. The worst-case IR drop observed on VDD is around 0.026 mV. In the synthesized netlist, the number of instances is between 500 and 600. Setup repair after global routing left no endpoint under its margin. The most common logic cell in the final layout is sky130_fd_sc_hd__clkdlybuf4s50_1. The number of global-route vias before repair was ~4,300. The power after layout came out at 350 uW. The post-detailed-route via-to-cell ratio came out at 5.09. The initial antenna violation count came out at 0.

The number of antenna diodes is 0. The vertical die dimension came out at 116 um. Wire segments on met2 add up to between 5000 and 6000 um in the final route. Before any placement, the netlist area is recorded as roughly 3900 sq um. For reference, full adder, half adder and majority cells occupy between 20% and 30% of the area reported after synthesis. The simple-gate portion of the synthesized area came out at 22.8%. The highest layer touched by signal routing is met4. The data arrival time of the worst path is approximately 5.1 ns. The synthesized flop and latch total came out at 32. The sum of routed wire length over all layers is between 10,000 and 15,000 um. The switching share of power came out at between 40% and 50%. The area fraction in compound gates after synthesis came out at between 30% and 40%. Dividing total power by cell area gives a power density of 58.3 nW/um^2.

The main combinational cell family by area after synthesis is AND-OR/OR-AND gates. The sequential share of power came out at under 10%. The number of standard-cell rows in the floorplan came out at about 41. Yosys stat counts roughly 550 cells in the synthesized netlist. The capturing element type of the critical path is an output port.

The chip width came out at approximately 120 um. The count of final max-slew check failures came out at 0. The global placement routability congestion came out at about 0.87.
power by group through the flow:
stage / Combinational, mW / Clock [mW] / Sequential, mW
after CTS: 0.333 / 0 / 0.0180
after global routing: 0.371 / 0 / 0.0187
final: 0.332 / 0 / 0.0179
critical path: stages:
cell	delay (ns)
sky130_fd_sc_hd__clkdlybuf4s50_1	0.46
sky130_fd_sc_hd__inv_1	0.04
sky130_fd_sc_hd__ha_1	0.29
sky130_fd_sc_hd__a41oi_1	0.20
sky130_fd_sc_hd__o21ai_0	0.11
sky130_fd_sc_hd__a221oi_1	0.41
sky130_fd_sc_hd__nand4_1	0.30
sky130_fd_sc_hd__a21o_1	0.27
sky130_fd_sc_hd__a211oi_2	0.21
sky130_fd_sc_hd__nand2_1	0.07
sky130_fd_sc_hd__buf_4	0.24
sky130_fd_sc_hd__nor4b_1	0.31
sky130_fd_sc_hd__clkdlybuf4s50_1	0.53
Yosys cell counts (3+ instances only):
library cell,instances,area (sq um)
sky130_fd_sc_hd__and3_1,4,25.0
sky130_fd_sc_hd__xnor2_1,16,140
sky130_fd_sc_hd__and2_1,3,18.8
sky130_fd_sc_hd__nand4_1,12,75.1
sky130_fd_sc_hd__ha_1,62,776
sky130_fd_sc_hd__nand3_1,31,155
sky130_fd_sc_hd__o211ai_1,3,22.5
sky130_fd_sc_hd__or3_1,4,25.0
sky130_fd_sc_hd__nor3_1,16,80.1
sky130_fd_sc_hd__nand2_1,31,116
sky130_fd_sc_hd__clkbuf_1,16,60.1
sky130_fd_sc_hd__inv_1,48,180
sky130_fd_sc_hd__or4_1,3,22.5
sky130_fd_sc_hd__o21ai_0,48,240
sky130_fd_sc_hd__mux2i_1,3,30.0
sky130_fd_sc_hd__o21a_1,6,45.0
sky130_fd_sc_hd__a31oi_1,4,25.0
sky130_fd_sc_hd__o31a_1,3,26.3
sky130_fd_sc_hd__a21boi_0,3,22.5
sky130_fd_sc_hd__nand3b_1,3,22.5
sky130_fd_sc_hd__a211o_1,3,26.3
sky130_fd_sc_hd__o22ai_1,3,18.8
sky130_fd_sc_hd__a21oi_1,67,335
sky130_fd_sc_hd__nor4_1,10,62.6
sky130_fd_sc_hd__o311ai_0,3,26.3
sky130_fd_sc_hd__xor2_1,9,78.8
sky130_fd_sc_hd__a21o_1,14,105
sky130_fd_sc_hd__a211oi_1,17,128
sky130_fd_sc_hd__nand2b_1,4,25.0
sky130_fd_sc_hd__nor2b_1,3,18.8
sky130_fd_sc_hd__dlxtn_1,32,480
sky130_fd_sc_hd__nor2_1,26,97.6
worst paths after layout:
path                         from           to  slack (ns)  cells after the start
worst min-delay path  instr_ID[7]  warn_signal        4.43                      6
worst max-delay path       rt[12]  warn_signal        1.35                     13
routing by layer:
| metal | vias to the layer above | global-route usage [%] |
|---|---|---|
| met2 | 125 | 32.6 |
| met3 | 4 | 0.746 |
| met1 | 2044 | 26.9 |
| met4 | 0 | 0.684 |
| met5 | - | 0 |
| li1 | 2416 | - |
stage by stage:
stage	instance area, sq um	hold slack [ns]	std cells	setup slack (ns)
after global placement	6000	4.44	901	1.37
after detailed placement	6000	4.45	901	1.33
after global routing	6000	4.50	901	1.07
after CTS	6000	4.45	901	1.31
final	6000	4.43	901	1.35
after floorplan	3880	3.43	548	2.78
kinds of logic (layout without fill, tap and decap cells):
group,after synthesis,count (layout)
AOI/OAI and AO/OA,194,194
xor gates and xnor gates,25,25
adders and majority gates,63,63
buffers and inverters,67,248
latches,32,32
muxes,3,3
and+or+nand+nor,164,164
area by class of cell:
cell class | instances | area, sq um | area share [%]
Inverter | 48 | 180 | 3.00
Multi-Input combinational cell | 449 | 3140 | 52.3
Sequential cell | 32 | 480 | 8.01
Tap cell | 172 | 215 | 3.59
Timing Repair Buffer | 200 | 1990 | 33.1
Power and IR drop assume default switching activity.
