[/design/flow/design.v]
module instr_decode (
    input wire reset,
    input wire [31:0] ir,                    
    output wire [31:0] ID,                   
    output wire signed [31:0] rs,rt,rd       
);
    wire [5:0] opcode,func;
    reg [31:0] id_reg,rs_reg,rt_reg,rd_reg;
    assign opcode = ir[31:26];
    assign func = ir[5:0];
    always @(*) begin
        if(reset == 1'b1 || ir == 32'b0) begin id_reg <= 32'b0; end
        else if(opcode == 6'd0) begin
            id_reg <= {27'b0,{func+5'd1}};
            rs_reg <= {27'b0,ir[25:21]}; rt_reg <= {27'b0,ir[20:16]}; rd_reg <= {27'b0,ir[15:11]};
        end
        else if(opcode <= 6'd6) begin
            id_reg <= {27'b0,{opcode+5'd4}};
            if(opcode == 3 || opcode==4) begin
                rs_reg <= {27'b0,ir[25:21]}; rt_reg <= {27'b0,ir[20:16]}; rd_reg <= {27'b0,ir[15:11]};
            end
            else begin
                rs_reg <= {27'b0,ir[25:21]}; rt_reg <= {{16{ir[15]}},ir[15:0]}; rd_reg <= {27'b0,ir[20:16]};
            end
        end
        else if(opcode == 6'd7) begin
            id_reg <= {27'b0,{func+5'd11}};
            rs_reg <= {27'b0,ir[20:16]}; rt_reg <= {27'b0,ir[10:6]}; rd_reg <= {27'b0,ir[15:11]};
        end
        else begin
            id_reg <= {27'b0,{opcode+5'd5}};
            if(opcode < 16 || opcode == 20) begin
                rs_reg <= {27'b0,ir[25:21]}; rt_reg <= {{16{ir[15]}},ir[15:0]}; rd_reg <= {27'b0,ir[20:16]};
            end
            else if(opcode < 19 || opcode == 26) begin rs_reg <= {6'b0,ir[25:0]}; end
            else begin
                rs_reg <= {27'b0,ir[25:21]}; rt_reg <= {27'b0,ir[20:16]}; rd_reg <= {27'b0,ir[15:11]};
            end
        end
    end
    assign ID = id_reg;
    assign rs = rs_reg;
    assign rt = rt_reg;
    assign rd = rd_reg;
endmodule
[/design/flow/run.sh]
#!/bin/bash
# OpenROAD 26Q1-2900-gdf79404cd8, Yosys 0.63+post, stock flow scripts
make -C /OpenROAD-flow-scripts/flow DESIGN_CONFIG=/design/flow/config.mk WORK_HOME=/design/flow/orfs finish
[/design/flow/config.mk]
export PLATFORM = sky130hd
export DESIGN_NAME = instr_decode
export DESIGN_NICKNAME = instr_decode
export VERILOG_FILES = /design/flow/design.v
export SDC_FILE = /design/flow/constraint.sdc
export NUM_CORES = 4
export LEC_CHECK = 1
export CORE_AREA = 10 10 111 111
export DIE_AREA = 0 0 121 121
[/design/flow/constraint.sdc]
current_design instr_decode

set clk_period 8.0
set clk_io_pct 0.2

create_clock -name clk0 -period $clk_period

set non_clock_inputs [all_inputs -no_clocks]
set_input_delay [expr $clk_period * $clk_io_pct] -clock clk0 $non_clock_inputs
set_output_delay [expr $clk_period * $clk_io_pct] -clock clk0 [all_outputs]
==> flow_summary_export.csv <==
group,metric,value,unit
route,drc_errors,0,
global_routing,grt-ovfl-total,0,
timing,relSlewSlack,60.5,%
pwr,vdd_drop_max,10.7,uV
timing,finalCriticalPeriod,5.94,ns
route,dr.first_iter.drc_count,108,
global_routing,grt_pass1_vias,2184,
synth,ys_ff,47,
finish,area_growth,29.0,%
placed_design,pre_cts_slack,2.05,ns
placed_design,gp_congestion,0.845,
synth,synth_area,2660,um^2
synth,yosys_cells,312,
min_path,hold_path.class,"in -> out",
worst_setup_path,crit_type,"in -> out",
global_routing,antenna_found_initial,0,
worst_setup_path,crit_fanout,7,
floorplan,num_rows,36,
route,antenna_cells_inserted,0,
floorplan,core_area,9860,um^2
timing,untimed_endpoints,110,
run_status,outcome,"completed",
floorplan,die_h,121,um
worst_setup_path,arrival,4.34,ns
floorplan,die_x,121,um
cts,cts_resized,0,
synth,synthArstFlopShare,0,%
floorplan,fp_util,26.9,%
pwr,power_density,38.9,nW/um^2
finish,largest_register_ffs,26,
finish,final_util,34.7,%
timing,rsz0062_at_grt,"no",
synth,ys.flop_type,"dlxtp_1",
flow_run,drv_cap,0,
timing,tightest_slew,0.591,ns
cts,post_cts_buffers,0,
synth,edf_count,0,
synth,avgSynthCellArea,8.51,um^2
synth,yosys_warnings,1,
flow_run,tool_warnings,39,
route,postRouteAntennaNets,0,
min_path,hold_path_depth,3,
finish,most-common-layout-cells,"102 x clkdlybuf4s50_1, 59 x conb_1, 26 x dlxtp_1",
worst_setup_path,worstSetupEndpointType,"output pin",
placed_design,dpl.hpwl,6620,um
timing,postLayoutSetupSlackWorst,2.06,ns
route,first_pass_iters,4,
placed_design,port_buffers,102,
pwr,p_leak,1.46,nW
finish,lay_top_count,"clkdlybuf4s50_1",
route,vias,2143,
global_routing,grt_max_degree,28,
timing,max_freq,0.168,GHz
synth,synth_cells,312,
timing,setup_viol,0,
worst_setup_path,startpoint_type,"input pin",
global_routing,grt_pass1_wl,12000,um
timing,hold_viol,0,
cts,cts_hold_buf,0,
route,vias_per_cell,4.14,
floorplan,dieArea,14600,um^2
timing,hold_slack,4.19,ns
worst_setup_path,cp.required,6.40,ns
finish,drive_above_1_share,9.09,%
synth,yosys.cell_types.count,54,
route,wl_per_cell,15.4,um
min_path,whs_endpoint,"ID[5]",
timing,fin_setup_tns,0,ns
route,finalWirelength,7990,um
timing,unclocked_pins,47,
pwr,power,0.000133,W
timing,slew_viol_final,0,
timing,fin_crit_sh,74.3,%
synth,ys_area,2660,um^2
global_routing,track_usage,9.94,%
floorplan,pin_count,161,
min_path,min_from,"reset",
-- cells by family after synthesis --
family	after synthesis	share of synthesized area (%)
adders and majority gates	10	4.71
muxes	10	4.71
xor gates and xnor gates	8	2.64
buffers and inverters	98	26.1
AOI/OAI and AO/OA	58	16.7
and+or+nand+nor	80	18.5
other	1	0.141
latches	47	26.6
-- metal layers --
metal	GRT usage [%]	part of all wire (%)	wire, um
met1	12.9	43	3460
met2	17.1	47	3750
met3	2.83	9.7	778
met4	0	0	0
met5	0	0	0
-- final cells by class --
| type | instances | area (um^2) |
|---|---|---|
| fillers | 1020 | 6440 |
| multi-input cells | 225 | 1480 |
| flip-flops and latches | 47 | 706 |
| well taps | 133 | 166 |
| repair buffers | 105 | 1040 |
| inverters | 8 | 30.0 |
-- worst max-delay path by stage --
stage                   from  endpoint  cells past startpoint
after CTS             ir[29]     ID[5]                      9
after global routing  ir[29]     ID[5]                      9
final                 ir[29]     ID[5]                      9
-- cell usage after synthesis (3+ instances only) --
master / count / area [um^2]
nor2_1: 10 / 37.5
a21oi_2: 3 / 26.3
a221o_2: 5 / 56.3
buf_2: 3 / 15.0
dlxtn_1: 21 / 315
dlxtp_1: 26 / 390
and2_1: 22 / 138
mux2_4: 5 / 75.1
buf_4: 76 / 571
clkbuf_1: 6 / 22.5
a211oi_1: 6 / 45.0
inv_1: 8 / 30.0
xnor2_1: 5 / 43.8
ha_1: 10 / 125
nor4_1: 5 / 31.3
xor2_1: 3 / 26.3
o22ai_1: 5 / 31.3
a2bb2oi_1: 5 / 43.8
o21ai_0: 8 / 40.0
nand3_1: 4 / 20.0
mux2i_1: 5 / 50.1
and2_4: 11 / 96.3
nand2_1: 13 / 48.8
a21oi_1: 7 / 35.0
-- power breakdown --
part	switching [W]	internal [W]	leakage, nW	total [W]
Combinational	0.0000474	0.0000641	1.10	0.000112
Sequential	0.00000258	0.0000192	0.359	0.0000218
Clock	0	0	0	0
-- worst max-delay path, cell delays in order --
cell             delay [ns]
clkdlybuf4s50_1        0.58
inv_1                  0.14
ha_1                   0.30
and2_1                 0.21
or2_2                  0.28
o211ai_1               0.21
a21oi_1                0.09
a2111oi_0              0.38
clkdlybuf4s50_1        0.54
-- stage by stage --
step | instances | instance area (um^2)
CTS | 518 | 3430
detailed placement | 518 | 3430
finish | 518 | 3430
global placement | 518 | 3430
global route | 518 | 3430
floorplan | 370 | 2870
Power is estimated from default activity; no workload was simulated.
